$ cat /design/flow/config.mk
export PLATFORM = sky130hd
export DESIGN_NAME = ALU_microprocessor
export DESIGN_NICKNAME = ALU_microprocessor
export VERILOG_FILES = /design/flow/design.v
export SDC_FILE = /design/flow/constraint.sdc
export NUM_CORES = 4
export LEC_CHECK = 1
export CORE_UTILIZATION = 30
$ cat /design/flow/constraint.sdc
current_design ALU_microprocessor

set clk_period 10.3
set clk_io_pct 0.2

create_clock -name clk0 -period $clk_period [get_ports {alu_clk}]

set non_clock_inputs [all_inputs -no_clocks]
set_input_delay [expr $clk_period * $clk_io_pct] -clock clk0 $non_clock_inputs
set_output_delay [expr $clk_period * $clk_io_pct] -clock clk0 [all_outputs]
$ cat /design/flow/design.v
`timescale 1ns / 1ps
module ALU_microprocessor (
  input      [ 5:0]   alu_ctrl  ,
  input      [31:0]   in_1      ,
  input      [31:0]   in_2      ,
  input               alu_clk   ,
  output reg [31:0]   alu_rslt  ,
  output     [ 4:0]   alu_checks             
);
reg             N;                           
reg             Z;                           
reg             C;                           
reg             V;                           
reg             P;                           
always @(posedge alu_clk) begin
  case(alu_ctrl)
    5'd0 :  begin   
      {C,alu_rslt} = in_1 + in_2;            
      Z            = (alu_rslt==32'b0);
      N            = alu_rslt[31];
      V            = in_1[31]&&(in_2[31])&&(!alu_rslt[31]) || (!in_1[31])&&(!in_2[31])&&alu_rslt[31];
      P            = ^alu_rslt;
    end
    5'd1 :  begin   
      {C,alu_rslt} = in_1 + (-in_2);         
      C            = !C;
      Z            = (alu_rslt==32'b0);
      N            = alu_rslt[31];
      V            = in_1[31]&&(!in_2[31])&&(!alu_rslt[31]) || (!in_1[31])&&(in_2[31])&&alu_rslt[31];
      P            = ^alu_rslt;
    end
    5'd2 :  begin
      alu_rslt = in_1;                       
      Z        = (alu_rslt==32'b0);
      N        = alu_rslt[31];
      V        = 0;    
      C        = 0;
      P        = ^alu_rslt;
    end
     5'd3 :  begin
      alu_rslt = in_2;                       
      Z        = (alu_rslt==32'b0);
      N        = alu_rslt[31];
      V        = 0;    
      C        = 0;
      P        = ^alu_rslt;
    end
     5'd4 :  begin
      {C,alu_rslt} = in_1 + 1;               
      Z        = (alu_rslt==32'b0);
      N        = alu_rslt[31];
      V        = 0;
      P        = ^alu_rslt;    
    end
    5'd5 :  begin
      {C,alu_rslt} = in_2 + 1;               
      Z        = (alu_rslt==32'b0);
      N        = alu_rslt[31];
      V        = 0;   
      P        = ^alu_rslt; 
    end
    5'd6 :  begin
      alu_rslt = in_1 - 1;                   
      Z        = (alu_rslt==32'b0);
      N        = alu_rslt[31];
      V        = 0;    
      C        = alu_rslt[31];
      P        = ^alu_rslt;
    end
    5'd7 :  begin
      alu_rslt = in_2 - 1;                   
      Z        = (alu_rslt==32'b0);
      N        = alu_rslt[31];
      V        = 0;    
      C        = alu_rslt[31];
      P        = ^alu_rslt;
    end
    5'd8 :  begin   
      alu_rslt = in_1 & in_2;                
      Z        = (alu_rslt==32'b0);
      N        = alu_rslt[31];
      C        = 0;                          
      V        = 0;                          
      P        = ^alu_rslt;
    end
    5'd9 :  begin  
      alu_rslt = in_1 | in_2;                
      Z        = (alu_rslt==32'b0);
      N        = alu_rslt[31];
      V        = 0;                          
      C        = 0;                          
      P        = ^alu_rslt;
    end
    5'd10:  begin  
      alu_rslt = ~(in_1 & in_2);             
      Z        = (alu_rslt==32'b0);
      N        = alu_rslt[31];
      V        = 0;                          
      C        = 0;                          
      P        = ^alu_rslt;
    end
    5'd11:  begin  
      alu_rslt = ~(in_1 | in_2);             
      Z        = (alu_rslt==32'b0);
      N        = alu_rslt[31];
      V        = 0;                          
      C        = 0;                          
      P        = ^alu_rslt;
    end
    5'd12:  begin  
      alu_rslt = ~(in_1 ^ in_2);             
      Z        = (alu_rslt==32'b0);
      N        = alu_rslt[31];
      V        = 0;                          
      C        = 0;                          
      P        = ^alu_rslt;
    end
    5'd13:  begin  
      alu_rslt = in_1 ^ in_2;                
      Z        = (alu_rslt==32'b0);
      N        = alu_rslt[31];
      V        = 0;                          
      C        = 0;                          
      P        = ^alu_rslt;
    end
    5'd14:  begin  
      alu_rslt = ~in_1;                      
      Z        = (alu_rslt==32'b0);
      N        = alu_rslt[31];
      V        = 0;                          
      C        = 0;                          
      P        = ^alu_rslt;
    end
    5'd15:  begin  
      alu_rslt = ~in_2;                      
      Z        = (alu_rslt==32'b0);
      N        = alu_rslt[31];
      V        = 0;                          
      C        = 0;                          
      P        = ^alu_rslt;
    end
    5'd16:  begin
      alu_rslt = in_1 << 1;                  
      Z        = (alu_rslt==32'b0);
      N        = alu_rslt[31];
      V        = 0;                          
      C        = alu_rslt[31];
      P        = ^alu_rslt;
    end
    5'd17:  begin
      alu_rslt = in_2 << 1;                  
      Z        = (alu_rslt==32'b0);
      N        = alu_rslt[31];
      V        = 0;                          
      C        = alu_rslt[31];
      P        = ^alu_rslt;
    end
    5'd18:  begin
      alu_rslt = in_1 >> 1;                  
      Z        = (alu_rslt==32'b0);
      N        = alu_rslt[31];
      V        = 0;                          
      C        = alu_rslt[0];
      P        = ^alu_rslt;
    end
    5'd19:  begin
      alu_rslt = in_1 >> 1;                  
      Z        = (alu_rslt==32'b0);
      N        = alu_rslt[31];
      V        = 0;                          
      C        = alu_rslt[0];
      P        = ^alu_rslt;
    end
    5'd20:  begin
      alu_rslt = {in_1[30:0], in_1[31]};     
      Z        = (alu_rslt==32'b0);
      N        = 0;                          
      V        = 0;                          
      C        = 0;                          
      P        = ^alu_rslt;
    end
    5'd21:  begin
      alu_rslt = {in_2[30:0], in_2[31]};     
      Z        = (alu_rslt==32'b0);
      N        = 0;                          
      V        = 0;                          
      C        = 0;                          
      P        = ^alu_rslt;
    end
    5'd22:  begin
      alu_rslt = {in_1[0], in_1[31:1]};      
      Z        = (alu_rslt==32'b0);
      N        = 0;                          
      V        = 0;                          
      C        = 0;                          
      P        = ^alu_rslt;
    end
    5'd23:  begin
      alu_rslt = {in_2[0], in_2[31:1]};      
      Z        = (alu_rslt==32'b0);
      N        = 0;                          
      V        = 0;                          
      C        = 0;                          
      P        = ^alu_rslt;
    end
    default:  begin                          
      alu_rslt = 0; 
      {P,N,Z,C,V}= 5'b00100;                    
    end
  endcase  
end  
assign alu_checks = {P,V,Z,C,N};               
endmodule  
$ cat /design/flow/run.sh
#!/bin/bash
# OpenROAD 26Q1-2900-gdf79404cd8, Yosys 0.63+post, stock flow scripts
make -C /OpenROAD-flow-scripts/flow DESIGN_CONFIG=/design/flow/config.mk WORK_HOME=/design/flow/orfs finish
==> reports/metrics.csv <==
stage;metric;value;unit
die;die_w;247;µm
placed_design;post-place-ws;2290;ps
power_and_ir_drop;ir_drop;0.0000759;V
hold_path;hold_start;alu_ctrl[0];
final_timing;hold_violations;0;
yosys;syn_inst;2342;
final_timing;fin_crit;7780;ps
grt;grt_start_max_net_pins;45;
grt;overflow;0;
power_and_ir_drop;power.density;107;nW/µm²
yosys;synth.avg_cell_area;7.71;µm²
clock_tree;clockRootBuffer;clkbuf_16;
job;warnings;230;
worst_setup_path;required;10500;ps
placed_design;place.detailed.hpwl;83.4;mm
clock_tree;cts_htree_levels;2;
grt;grt_pass1_vias;18000;
yosys;postSynthSeqShare;0.0410;
yosys;ys.flop_type;dfxtp_1;
grt;grt_pass1_wl;138;mm
final_timing;clock.fmax;129;MHz
final_timing;rsz0062_at_grt;false;
die;pin_count;108;
yosys;edf_count;0;
routing;totalWireLength;99.7;mm
final_timing;finalSetupTns;0;ps
clock_tree;cts_buffers;5;
die;die-height;247;µm
die;fp.coreArea;59200;µm²
die;num_rows;89;
final_layout;drive_gt1_frac;0.0485;
yosys;synthesis.area;18100;µm²
placed_design;place_area;20000;µm²
final_timing;tightestPinTransition;1010;ps
yosys;synth_warnings;1;
routing;wl_per_cell;31.5;µm
final_layout;fin_area;20200;µm²
clock_tree;cts_tree;built;
routing;diodes;0;
clock_tree;cts.sinks;37;
clock_tree;cts_hold_buf;0;
worst_setup_path;worst_setup_path_end_kind;flop;
final_timing;setup_violations;0;
final_timing;relSlewSlack;0.319;
hold_path;min_to;P$_DFF_P_;
yosys;yosys.cell_types.count;95;
hold_path;worstHoldPathCells;5;
worst_setup_path;cp_data_arrival_time;7980;ps
clock_tree;cts_buffer_depth;2;
routing;vias;18900;
routing;drt_first_pass_iters;27;
yosys;ys_ff;37;
clock_tree;cts_resized;0;
job;max_cap_violations;0;
worst_setup_path;timing.critical_path.from_type;input pin;
grt;antenna_found_initial;3;
hold_path;hold_class;in2reg;
routing;postRouteAntennaNets;0;
worst_setup_path;cp_max_fo;10;
placed_design;routabilityCongestion;1.07;
worst_setup_path;path_class;in2reg;
final_timing;fin_ws;2520;ps
yosys;async_reset_ff_frac;0;
final_layout;syn2layout_area_growth;12.0;%
power_and_ir_drop;p_leak;8.24;nW
die;fp_util;0.305;
routing;vias_per_cell;5.96;
grt;track_usage;0.327;
yosys;yosysCellCount;2342;
clock_tree;clk_pin_slew;80;ps
routing;drtIter0Drc;2430;
final_timing;slew_viol_final;0;
final_timing;fin_crit_sh;0.755;
placed_design;numPortBuffers;107;
routing;drc;0;
die;dieArea;61200;µm²
yosys;ys_area;18100;µm²
outcome;status;finished clean;
clock_tree;cts_setup_buffers;0;
==> registers in the layout, indices dropped and copies added (netlist names) <==
name,flops
V,1
Z,1
C,1
P,1
alu_rslt,32
N,1
==> metrics by stage <==
step / power (W) / hold slack, ps / utilization / std cells
2_1_floorplan: 0.00131 / 2200 / - / 2342
3_3_place_gp: 0.00193 / 2710 / 0.338 / 3159
3_5_place_dp: 0.00191 / 2720 / 0.338 / 3159
4_1_cts: 0.00212 / 2530 / 0.341 / 3167
5_1_grt: 0.00225 / 2600 / 0.341 / 3167
6_report: 0.00216 / 2560 / 0.341 / 3167
==> final cells by class <==
class | instances | area, µm²
clock inverter | 3 | 46.3
sequential | 37 | 741
fill | 6329 | 39000
tap | 773 | 967
multi-input combinational | 1996 | 16100
inverter | 186 | 698
timing repair buffer | 167 | 1510
clock buffer | 5 | 125
==> critical path, stage by stage <==
cell	delay (ps)
clkdlybuf4s50_1	780
inv_1	290
ha_1	550
ha_1	300
a221oi_2	330
o211ai_1	190
a221oi_2	420
o21ai_2	210
o31ai_4	310
a41o_1	350
o21ai_0	140
xnor2_1	170
ha_1	310
xnor2_1	180
xnor2_1	110
xnor2_1	280
xnor2_1	170
a32oi_1	170
o21ai_0	100
nor4_1	400
o211ai_2	140
==> worst max-delay path by stage <==
stage | startpoint | to | slack, ps | cells past startpoint
4_1_cts | in_1[3] | P$_DFF_P_ | 2620 | 21
6_report | in_1[3] | P$_DFF_P_ | 2520 | 21
5_1_grt | in_1[3] | P$_DFF_P_ | 2100 | 21
==> Yosys cell counts (all sizes together) (10+ instances only) <==
cell type    n  area (µm²)
a211oi      23         178
a21oi      103         515
a221oi      31         325
a222oi      23         230
a22oi       22         165
and3        22         138
buf         59         303
clkbuf      64         240
dfxtp       37         741
ha         437        5470
inv        180         676
mux2i       28         280
nand2      170         638
nand3       59         295
nand4       75         469
nor2       134         505
nor3        48         245
nor4        29         196
o2111ai     10        87.6
o211ai      20         155
o21ai      108         552
o221ai      39         348
o22ai       43         269
xnor2      381        3350
xor2        27         236
==> where the power goes <==
group          switching (W)  internal [W]  total [W]
logic                0.00107      0.000727    0.00179
registers         0.00000515      0.000162   0.000167
clock network      0.0000832      0.000115   0.000198
==> logic make-up after synthesis <==
| group | synth area share |
|---|---|
| xor gates and xnor gates | 0.200 |
| and+or+nand+nor | 0.163 |
| buffers and inverters | 0.0687 |
| DFF | 0.0410 |
| muxes | 0.0155 |
| adders and majority gates | 0.305 |
| AOI/OAI and AO/OA | 0.207 |
==> cells in the final DEF, fill, tap and decap left out, drive strengths merged, types with 39 or more instances in the layout <==
master,instances
a21oi,103
buf,62
clkdlybuf4s50,105
ha,437
inv,180
nand2,170
nand3,59
nand4,75
nor2,134
nor3,48
o21ai,108
o221ai,39
o22ai,43
xnor2,381
==> layer usage <==
| metal | track usage | share of wire | vias up |
|---|---|---|---|
| met4 | 0.148 | 0.055 | 0 |
| li1 | - | - | 8519 |
| met5 | 0 | 0 | - |
| met2 | 0.489 | 0.43 | 1183 |
| met1 | 0.440 | 0.41 | 8984 |
| met3 | 0.0845 | 0.11 | 202 |
No activity file was given, so power comes from the tool's default toggle rates.
